<file path="flow/design.v">
`timescale 1ns / 1ps
module IM(
    input [7:0] Address,
    output wire [31:0] InstructionOut
    );
	 reg [31:0] iM [255:0];
	 assign InstructionOut = iM[Address[7:0]];
	 initial begin
		iM[0] = {6'h23, 5'd0, 5'd05,16'd20};  
		iM[4] = {6'h23, 5'd0, 5'd10,16'd20};  
		iM[8]  ={6'h00,5'd5,5'd10,5'd11,5'd0,6'h20};  
		iM[12] ={6'h00,5'd5,5'd10,5'd11,5'd0,6'h22};  
		iM[16] ={6'h00,5'd5,5'd10,5'd11,5'd0,6'h24};  
		iM[20] ={6'h00,5'd5,5'd10,5'd11,5'd0,6'h25};  
		iM[24] ={6'h00,5'd5,5'd10,5'd11,5'd0,6'h2a};  
		iM[28] ={6'h2b,5'd0,5'd11,16'd00}; 
		iM[32] ={6'h2b,5'd0,5'd11,16'd00}; 
	end	 
endmodule
`timescale 1ns / 1ps
module PC(
    clk,PCOutput
    );
	 input clk;
	 output reg [7:0] PCOutput;
	 initial 
		PCOutput = 0;
	 always @ (posedge clk)
	 begin
		PCOutput = PCOutput + 4;
	 end
endmodule
`timescale 1ns / 1ps
module PCAndIM(
		input clk,
    output [31:0] InstructionOut
    );
	 wire [7:0]address;
	 PC PC(clk,address);
	 IM IM(address,InstructionOut);
endmodule
</file>
<file path="flow/config.mk">
export PLATFORM = sky130hd
export DESIGN_NAME = PCAndIM
export DESIGN_NICKNAME = PCAndIM
export VERILOG_FILES = /design/flow/design.v
export SDC_FILE = /design/flow/constraint.sdc
export NUM_CORES = 4
export LEC_CHECK = 1
export CORE_AREA = 10 10 70 70
export DIE_AREA = 0 0 80 80
export SYNTH_MEMORY_MAX_BITS = 65536
</file>
<file path="flow/run.sh">
#!/bin/bash
# OpenROAD 26Q1-2900-gdf79404cd8, Yosys 0.63+post, stock flow scripts
make -C /OpenROAD-flow-scripts/flow DESIGN_CONFIG=/design/flow/config.mk WORK_HOME=/design/flow/orfs finish
</file>
<file path="flow/constraint.sdc">
current_design PCAndIM

set clk_period 1.3
set clk_io_pct 0.2

create_clock -name clk0 -period $clk_period [get_ports {clk}]

set non_clock_inputs [all_inputs -no_clocks]
set_input_delay [expr $clk_period * $clk_io_pct] -clock clk0 $non_clock_inputs
set_output_delay [expr $clk_period * $clk_io_pct] -clock clk0 [all_outputs]
</file>
==> impl_metrics.csv <==
group,metric,value,unit
setup_path,worstReg2RegStart,"PC.PCOutput[3]",
global_routing,met1_usage,0.0420,
setup_path,critPathCaptureType,"output port",
synthesis,yosys_warnings,2,
floorplanning,die_y,80,microns
setup_path,cp.arrival,1.32,ns
timing,setup_viol,17,
final_layout,largest_reg_flops,4,
power,total_power,0.273,mW
setup_path,crit_path_start_kind,"register",
setup_path,r2r_slack,0.41,ns
synthesis,yosys-top-cells-area,"buf_4, dfxtp_1, ha_1",
synthesis,ys_area,452,sq um
global_routing,grt_pass1_vias,439,
clock_tree,clk_latency,0.24,ns
global_routing,grt_max_degree,7,
setup_path,critPathRequiredTime,1.04,ns
placed_design,place_hpwl,994,microns
synthesis,synth_top_cell_by_count,"buf_4",
timing,fin_crit,1.58,ns
synthesis,post_synth_num_cell_types,18,
timing,layout_setup_ws,-0.276,ns
final_layout,instances_no_fill,126,
placed_design,placedCellCount,117,
setup_path,cp_slowest_cell,"dfxtp_4",
routing,routed_via_density,3.02,
synthesis,netlist_area,452,sq um
synthesis,ys.flop_type,"dfxtp_1",
final_layout,finish.utilization,0.221,
routing,firstDrtPassIters,3,
power,power_density,362,nW/um^2
synthesis,ys_cells,54,
placed_design,gp_congestion,0.752,
synthesis,seq_area_frac_synth,0.177,
clock_tree,ctsHtreeMaxLevel,1,
timing,fin_skew,0.00235,ns
routing,remaining_drc_errors,0,
synthesis,top_cells_by_count,"buf_4, ha_1, dfxtp_1",
synthesis,largest_area_cell,"buf_4",
clock_tree,cts_made_buffers,3,
run,drv_cap,0,
final_layout,fillers,383,
outcome,violations,"negative setup slack",
floorplanning,core-area,3420,sq um
clock_tree,path_clk_slew,0.03,ns
floorplanning,die_area,6400,sq um
floorplanning,die_w,80,microns
global_routing,use_met3,0.0250,
final_layout,final_area,753,sq um
synthesis,avgSynthCellArea,8.36,sq um
final_layout,area_growth,66.8,%
hold_path,min_to,"PC.PCOutput[2]",
hold_path,worstHoldPathType,"register to register",
placed_design,placement.cell_area,642,sq um
power,irDropWorstVdd,0.299,mV
run,warnings,32,
hold_path,hp-start,"PC.PCOutput[2]",
setup_path,reg2reg_to,"PC.PCOutput[4]",
timing,tns,-3.08,ns
routing,drtIter0Drc,8,
global_routing,grt_overflow,0,
synthesis,synth_top_area_share,0.366,
timing,finalHoldViolations,0,
routing,antenna_left,0,
synthesis,synth_flop_count,4,
synthesis,async_flop_share,0,
clock_tree,clock-sinks,4,
routing,wire_per_inst,10.2,microns
routing,drt-total-wl,1.28,mm
outcome,status,"finished with violations",
routing,vias,380,
clock_tree,clockBufferDepth,2,
global_routing,antenna_found_initial,0,
clock_tree,root_buffer,"clkbuf_4",
floorplanning,io_pins,33,
synthesis,edf_count,0,
setup_path,worstSetupPathType,"register to output port",
global_routing,grt_use_met2,0.0682,
timing,post-route-period-util,1.21,
timing,clock.fmax,635,MHz
global_routing,grt_pass1_wl,2.08,mm
final_layout,drive_gt1_frac,0.588,
power,cellLeakagePower,0.395,nW
global_routing,grt_usage,0.0403,
floorplanning,initial_core_util,0.132,
global_routing,top_usage_layer,"met2",
setup_path,reg2reg_depth,3,
setup_path,slowest_delay,0.35,ns
floorplanning,rows,21,
timing,rsz0062_at_grt,"true",
hold_path,whs_path_depth,1,
synthesis,synthCells,54,
routing,diodes,0,
placed_design,port_buffers,19,
setup_path,crit_chain,"ha_4 > a21oi_4 > buf_4 > o21ai_1 > dlygate4sd2_1",
clock_tree,cts_tree,"done",
setup_path,cp_max_fo,4,
timing,report.final.slew_viol_count,0,
-- kinds of logic (layout without fill, tap and decap cells) --
kind of cell             count (synthesis)  count (layout)  share of synthesized area
multiplexers                             1               1                     0.0222
adder cells (fa/ha/maj)                  6               6                      0.166
AND/OR/NAND/NOR                          9               9                      0.105
XOR/XNOR                                 2               2                     0.0388
AND-OR/OR-AND                            5               5                     0.0665
buffers and inverters                   26              40                      0.416
other                                    1              13                    0.00830
flip-flops                               4               4                      0.177
-- worst max-delay path: cells and delay by family (launching register included) --
family / cells / cell delay, ns
flip-flops: 1 / 0.35
adder cells (fa/ha/maj): 1 / 0.17
AND-OR/OR-AND: 2 / 0.19
buffers and inverters: 2 / 0.37
-- per-layer routing --
layer  wire, microns  vias up
li1                -      189
met3             122        2
met5               0        -
met4              21        0
met1             515      171
met2             619       18
-- worst max path at each step --
stage                           from                 end  slack (ns)  depth (start not counted)
after CTS             PC.PCOutput[3]  InstructionOut[31]       -0.28                          5
after global routing  PC.PCOutput[3]  InstructionOut[11]       -0.36                          5
final                 PC.PCOutput[3]  InstructionOut[16]       -0.28                          5
-- layout by cell type (no fill, tap or decap) --
master / count
nand2_1: 1
o21a_1: 1
xnor2_1: 1
o21ai_4: 1
inv_2: 2
nor2_1: 2
and3b_1: 2
buf_4: 9
o21ai_1: 1
buf_2: 9
nor3_1: 1
xor2_1: 1
nand3_1: 1
buf_6: 8
nor2_2: 1
ha_1: 2
mux2i_1: 1
a21o_1: 1
clkbuf_2: 4
ha_4: 4
clkbuf_4: 3
dlygate4sd2_1: 4
nor3_2: 1
dfxtp_4: 4
conb_1: 13
a21oi_4: 1
inv_1: 1
-- area by class of cell --
type / count / area [sq um] / area share
Multi-Input combinational cell: 36 / 309 / 0.410
Timing Repair Buffer: 34 / 258 / 0.342
Sequential cell: 4 / 95.1 / 0.126
Tap cell: 46 / 57.6 / 0.0764
Clock buffer: 3 / 22.5 / 0.0299
Inverter: 3 / 11.3 / 0.0150
-- report_power, final --
group          internal, mW  leakage [nW]  switching, mW
Sequential            0.115        0.0355              0
Clock                 0.103        0.0138         0.0522
Combinational             0         0.346        0.00224
-- repair_timing --
action / 4_1_cts / 5_1_grt
resized: 70 / 12
pin swaps: 5 / 3
setup endpoints to repair: 19 / 19
cloned: 0 / 0
setup buffers: 6 / 2
hold buffers: 0 / 0
-- stage by stage --
step	setup slack, ns	hold WS [ns]
floorplan	0.0316	0.473
global placement	-0.334	0.484
detailed placement	-0.380	0.489
CTS	-0.281	0.482
global route	-0.363	0.500
finish	-0.276	0.485
Power figures rest on the tool's default switching activity, not on a simulated workload.
