==> design.v <==
`timescale 1ns / 1ps
module ALUAndRF(
    input clk,
    input [4:0] Read1,
    input [4:0] Read2,
    input [4:0] WriteReg,
    input [1:0] RegWrite,
    input [31:0] WriteData,
    input [3:0] FuncCode,
    input [1:0] ALUOp,
    output [1:0]Zero,
    output [31:0]ALUOut
    );
	 wire [31:0]Data1;
	 wire [31:0]Data2;	 
	 RegisterFile RegisterFile(clk,Read1,Read2,WriteReg,RegWrite,WriteData,Data1,Data2);
	 FullALU FullALU(ALUOp,FuncCode,Data1,Data2,ALUOut,Zero);
endmodule
`timescale 1ns / 1ps
module ALUControl(ALUOp,FuncCode,ALUctl);
	 input [3:0] FuncCode;
    input [1:0] ALUOp;
    output reg [3:0] ALUctl;
	 always @(FuncCode,ALUOp)
	 begin
		case(FuncCode)
			4'b0000: ALUctl = 4'b0010;
			4'b0010: ALUctl = 4'b0110;
			4'b0100: ALUctl = 4'b0000;
			4'b0101: ALUctl = 4'b0001;
			4'b1010: ALUctl = 4'b0111;
		endcase
	end
endmodule
`timescale 1ns / 1ps
module ALUWithControl(ALUctl,A,B,ALUOut,Zero);
	 input [31:0] A;
    input [31:0] B;
    input [3:0] ALUctl;
    output reg [31:0] ALUOut;
    output reg  Zero;
	 always @(A,B,ALUctl)
	 begin
		case(ALUctl)
			4'b0000: ALUOut = (A & B);
			4'b0001: ALUOut = (A | B);
			4'b0010: ALUOut = (A + B);
			4'b0110: ALUOut = (A - B);
			4'b0111: ALUOut = (A < B) ? 32'h11111111:32'h00000000;
		endcase
		if (ALUOut == 4'b0000) Zero = 1;
		else Zero = 0;
	end
endmodule
`timescale 1ns / 1ps
module FullALU(
    ALUOp,
    FuncCode,
    A,
    B,
    ALUOut,
    Zero
    );
	 input [1:0] ALUOp;
    input [3:0] FuncCode;
    input [31:0] A;
    input [31:0] B;
    output [31:0] ALUOut;
    output [1:0]Zero;
	 wire [3:0] ALUctl;
	 ALUControl ALUControl(ALUOp,FuncCode,ALUctl);
	 ALUWithControl ALUWithControl(ALUctl,A,B,ALUOut,Zero);
endmodule
`timescale 1ns / 1ps
module RegisterFile(
	 clk,
    Read1,
    Read2,
    WriteReg,
	 RegWrite,
    WriteData,
    Data1,
    Data2
    );
	 input clk;
    input [4:0] Read1;
    input [4:0] Read2;
    input [4:0] WriteReg;
	 input RegWrite;
    input [31:0] WriteData;
    output [31:0]Data1;
    output [31:0]Data2;
	 reg [31:0] RF[0:31];
	assign Data1 = RF[Read1];
	assign Data2 = RF[Read2];
	 always @(posedge clk)
		if(RegWrite == 1)
			RF[WriteReg] <= WriteData;
endmodule
==> run.sh <==
#!/bin/bash
# OpenROAD 26Q1-2900-gdf79404cd8, Yosys 0.63+post, stock flow scripts
make -C /OpenROAD-flow-scripts/flow DESIGN_CONFIG=/design/flow/config.mk WORK_HOME=/design/flow/orfs finish
==> config.mk <==
export PLATFORM = sky130hd
export DESIGN_NAME = ALUAndRF
export DESIGN_NICKNAME = ALUAndRF
export VERILOG_FILES = /design/flow/design.v
export SDC_FILE = /design/flow/constraint.sdc
export NUM_CORES = 4
export LEC_CHECK = 1
export CORE_UTILIZATION = 40
==> constraint.sdc <==
current_design ALUAndRF

set clk_period 23.3
set clk_io_pct 0.2

create_clock -name clk0 -period $clk_period [get_ports {clk}]

set non_clock_inputs [all_inputs -no_clocks]
set_input_delay [expr $clk_period * $clk_io_pct] -clock clk0 $non_clock_inputs
set_output_delay [expr $clk_period * $clk_io_pct] -clock clk0 [all_outputs]
==> results.txt <==
Numbers from the implementation run.

The dominant kind of combinational cell is multiplexers. The number of warnings in the stage logs is 93. Counting the buffers created by CTS gives about 100. For the final routed database, the setup TNS stands at 0 ps. Once detailed placement completed, the half-perimeter wirelength came to 97.1 mm. Max-cap violations in this run came to 0. The core region is 132000 µm².

After technology mapping, the gate count stands at around 2900. Counting pins that exceed their max-slew limit in the final report gives 0. The horizontal die dimension is 366 µm.

After synthesis, the chip area reported by Yosys is approximately 53000 µm². Per STA, the worst path is made up of buf_8 -> buf_4 -> buf_4 -> buf_4 -> mux4_2 -> mux4_2 -> mux2i_1 -> buf_4 -> ha_1 -> nor4_1 -> o31ai_1 -> a21oi_1 -> o31ai_1 -> buf_4 -> nor3_1 -> or2_0 -> a21oi_1 -> nor4b_1 -> nand4_1 -> nand3b_1 -> nor4_2 -> clkdlybuf4s50_1. The routed design shows a via density per instance of 6.22. The routed design shows a wire length per standard cell of approximately 33 µm. The number of hold buffers added after cts is 0. The master of the slowest instance on the critical path is sky130_fd_sc_hd__buf_4. The post-route fraction of the period consumed by the critical path is 0.752. Looking at the clock tree report, the maximum root-to-sink buffer count equals 3.

Static timing analysis puts the maximum clock frequency at 57.0 MHz. The synth_stat.txt file lists the number of cells as 2872. The post-cts gate resize count is 0. The routed layout reports a DRC error count of 0. Of the post-synthesis cell area, the part taken by muxes is 0.286. The first TritonRoute pass finished after 5 iterations. The cell area after layout is 59700 µm². The yosys synthesis warning count is 5. Checking hold timing, the worst path is listed with class input pin to register. The timing report notes that buffer and inverter cells on the critical path total 7.

The report shows a maximum critical-path fanout of 51. The level count of the clock H-tree is 3. The summed instance area of the synthesized netlist is 53100 µm². The setup violation total in the final timing report is 0. The transition time recorded at the tightest slew-check pin is around 1100 ps. The clock slew seen by the registers of the worst setup and hold paths is 60 ps.

The aggregate global-route resource usage is 0.262. The most frequently used flop master after synthesis is sky130_fd_sc_hd__edfxtp_1. The initial core utilization is 0.404.

TritonCTS built the clock tree. In this run, the synthesized area fraction spent on adder and majority cells is recorded as 0.0234. The overall overflow remaining after global route is 0. The power after layout is roughly 4.4 mW. Setup repair after global routing left no endpoint under its margin. For reference, the critical path is launched at Read2[0]. The area of all sequential standard cells is roughly 31000 µm². Counting flops with a built-in enable in the synthesized netlist gives approximately 1000.

The number of failing hold endpoints at the final stage is 0. The number of nets with antenna violations after routing is 0. The max-slew headroom at the worst pin is 0.285. The count of buffers added by post-CTS timing repair for setup is 0. The synthesized area divided by synthesized cell count is 18.5 µm². The flow ran to the end, and the final reports show no timing, DRC or antenna violations. In the post-synthesis netlist, the biggest area contributors are sky130_fd_sc_hd__edfxtp_1 58%, sky130_fd_sc_hd__mux4_2 27%, sky130_fd_sc_hd__ha_1 2.3%. The flip-flop and latch count after synthesis is 1059.

Final hold analysis gives a worst-case slack of 4790 ps. The minimum clock period is 17530 ps. The clock tree root buffer cell is sky130_fd_sc_hd__clkbuf_16.

The die boundary height is between 300 and 400 µm. The fraction of the mapped netlist area in simple logic gates is 0.0316. The area after detailed placement is around 56000 µm². The proportion of synthesized flip-flops having asynchronous set or reset is 0. The category of the worst setup path capture point is an output pin. The timing report gives the biggest stage delay along the critical path as 750 ps. STA lists the startpoint of the worst hold path as WriteData[24]. At the worst endpoint, the required time is 18640 ps. The fraction of layout instances using a drive strength above 1 is 0.326.

In this design, the largest share of critical-path delay is due to buffers and inverters. According to the floorplan report, the total die area is 134000 µm². The share of synthesized area in the top cell type comes to 0.579. The startpoint kind of the worst setup timing path is an input pin. The flow reported a cell area power density of 74.2 nW/µm². By startpoint and endpoint, the worst setup path is classified as input pin to output pin. The final antenna diode count is 0.

The peak ir drop on the vdd network is slightly below 0.06 mV. The initial antenna violation count came to 4. The I/O pin total is 90. Per the synthesis report, the AND-OR/OR-AND share of the synthesized area is 0.0420. Entering global routing, the biggest net connects 59 pins. The signal arrival time at the worst endpoint is 12870 ps. The last weighted congestion value of the routability-driven placer is ~0.95. The number of unique standard cell types used by synthesis is 103. The timer found 35 register pins that no clock reaches; their paths are not timed. approximately 67 endpoints have no timing constraint. The cell type with the largest total area is sky130_fd_sc_hd__edfxtp_1. The post-detailed-routing wire length is 159 mm. The total number of placement rows is roughly 130. The wire length of the first global-routing pass is ~230 mm. In this run the static leakage power is slightly below 20 nW.

The total of buffers placed on input and output ports is 85. Relative to the synthesized area, the layout overhead comes to 12.5%. The cell-mix breakdown from Yosys lists the XOR/XNOR area share as 0.00330. The logic area is between 20000 and 25000 µm². The routed layout has 29965 vias. The via count of the first global-routing pass is 33762.

The violation count after the first detailed-routing iteration is 1637. The most prevalent standard cell on the critical path is sky130_fd_sc_hd__buf_4. The fill cell instance count of the final layout is approximately 11000.
==> area by class of cell <==
class                      instances  share of cell area
clock buffer                     125              0.0445
timing repair buffer             217              0.0311
multi-input combinational       1502               0.348
tap                             1755              0.0368
clock inverter                    61              0.0101
inverter                         101             0.00635
sequential                      1059               0.523
==> sequential cells by signal, indices dropped and copies added, names as in the netlist <==
name	cells
FullALU.ALUControl.ALUctl	3
FullALU.ALUWithControl.ALUOut	32
RegisterFile.RF	1024
==> placed cells by master, fill, tap and decap left out, drive strengths merged, types with 35 or more instances in the layout <==
| master | count |
|---|---|
| mux2i | 75 |
| o21ai | 64 |
| clkdlybuf4s50 | 75 |
| inv | 104 |
| nor3 | 36 |
| dlxtn | 35 |
| nand2 | 59 |
| clkbuf | 125 |
| a21oi | 92 |
| edfxtp | 1024 |
| ha | 96 |
| mux4 | 640 |
| buf | 142 |
| clkinv | 42 |
| nor2 | 137 |
==> metal layers <==
| metal | vias up | routed length [µm] | GRT usage |
|---|---|---|---|
| li1 | 12419 | - | - |
| met1 | 15050 | 47800 | 0.293 |
| met2 | 2199 | 74400 | 0.381 |
| met3 | 285 | 30800 | 0.221 |
| met4 | 12 | 5400 | 0.0714 |
| met5 | - | 272 | 0.0139 |
==> cells in the mapped netlist, drive strengths merged (11+ instances only) <==
cell type	instances
buf	84
xnor2	17
a21o	14
o211ai	13
mux2i	75
nand3	23
ha	96
nor2	137
mux4	640
inv	101
o21ai	64
nand4	11
a211oi	20
a21oi	92
o31ai	17
a31oi	15
edfxtp	1024
dlxtn	35
clkbuf	126
nor3	36
nand2	59
==> metrics by stage <==
stage	worst slack, ps	instances	utilization
floorplan	8660	2872	-
global route	5190	4820	0.454
CTS	5530	4820	0.454
global placement	5550	4634	0.429
detailed placement	5530	4634	0.429
finish	5770	4820	0.454
==> final timing paths <==
check / to / cells after the start
min: RegisterFile.RF[4][24] / 2
max: Zero[0] / 22
==> cell families after synthesis <==
group | count (synthesis)
compound gates | 322
flops | 1024
mux | 718
fa+ha+maj | 98
other cells | 1
simple gates | 343
buf+inv | 311
xor+xnor | 20
latches | 35
==> power by group <==
part | internal (mW) | switching, mW | total [mW]
Sequential | 2.06 | 0.00916 | 2.07
Combinational | 0.291 | 0.449 | 0.740
Clock | 0.931 | 0.692 | 1.62
Total | 3.28 | 1.15 | 4.43
Power and IR drop assume default switching activity.
